### design/flow/run.sh
#!/bin/bash
# OpenROAD 26Q1-2900-gdf79404cd8, Yosys 0.63+post, stock flow scripts
make -C /OpenROAD-flow-scripts/flow DESIGN_CONFIG=/design/flow/config.mk WORK_HOME=/design/flow/orfs finish
### design/flow/config.mk
export PLATFORM = sky130hd
export DESIGN_NAME = DualLift
export DESIGN_NICKNAME = DualLift
export VERILOG_FILES = /design/flow/design.v
export SDC_FILE = /design/flow/constraint.sdc
export NUM_CORES = 4
export LEC_CHECK = 1
export CORE_UTILIZATION = 50
### design/flow/constraint.sdc
current_design DualLift

set clk_period 2.6
set clk_io_pct 0.2

create_clock -name clk0 -period $clk_period [get_ports {clk}]

set non_clock_inputs [all_inputs -no_clocks]
set_input_delay [expr $clk_period * $clk_io_pct] -clock clk0 $non_clock_inputs
set_output_delay [expr $clk_period * $clk_io_pct] -clock clk0 [all_outputs]
### design/flow/design.v
module DualLift(
    input logic clk, reset,
    input logic [2:0] req_floor1, req_floor2,
    input logic emergency_stop1, emergency_stop2,
    input logic full_capacity1, full_capacity2,
    output logic [1:0] door1, door2,
    output logic [2:0] current_floor1, current_floor2,
    output logic [7:0] requests1, requests2,
    output logic [1:0] status1, status2
);
    logic [2:0] max_request1, max_request2;
    logic [2:0] min_request1, min_request2;
    logic door_timer1, door_timer2;
    logic emergency_stopped1, emergency_stopped2;
    logic up1, up2;
    typedef enum logic [1:0] {IDLE = 2'b00, MOVING = 2'b01, DOORS_OPEN = 2'b10} elevator_status_t;
    elevator_status_t lift_status1, lift_status2;
    always @(posedge clk or posedge reset) begin
        if (reset) begin
            max_request1 <= 0;
            min_request1 <= 7;
            requests1 <= 0;
        end else if (req_floor1 < 8) begin
            requests1[req_floor1] <= 1;
            if (req_floor1 > max_request1) max_request1 <= req_floor1;
            if (req_floor1 < min_request1) min_request1 <= req_floor1;
        end
    end
    always @(posedge clk or posedge reset) begin
        if (reset) begin
            max_request2 <= 0;
            min_request2 <= 7;
            requests2 <= 0;
        end else if (req_floor2 < 8) begin
            requests2[req_floor2] <= 1;
            if (req_floor2 > max_request2) max_request2 <= req_floor2;
            if (req_floor2 < min_request2) min_request2 <= req_floor2;
        end
    end
    always @(posedge clk or posedge reset) begin
        if (reset) begin
            current_floor1 <= 0;
            door1 <= 0;
            lift_status1 <= IDLE;
            emergency_stopped1 <= 0;
            up1 <= 1;
        end else if (emergency_stop1) begin
            lift_status1 <= IDLE;
            emergency_stopped1 <= 1;
        end else if (emergency_stopped1 && !emergency_stop1) begin
            emergency_stopped1 <= 0;
            lift_status1 <= IDLE;
        end else if (full_capacity1) begin
            lift_status1 <= IDLE;
        end else if (|requests1) begin
            if (requests1[current_floor1]) begin
                door1 <= 1;
                lift_status1 <= DOORS_OPEN;
                requests1[current_floor1] <= 0;
            end else begin
                door1 <= 0;
                lift_status1 <= MOVING;
                if (max_request1 > current_floor1 && up1) begin
                    current_floor1 <= current_floor1 + 1;
                    up1 <= 1;
                end else if (min_request1 < current_floor1) begin
                    current_floor1 <= current_floor1 - 1;
                    up1 <= 0;
                end
            end
        end else lift_status1 <= IDLE;
    end
    always @(posedge clk or posedge reset) begin
        if (reset) begin
            current_floor2 <= 0;
            door2 <= 0;
            lift_status2 <= IDLE;
            emergency_stopped2 <= 0;
            up2 <= 1;
        end else if (emergency_stop2) begin
            lift_status2 <= IDLE;
            emergency_stopped2 <= 1;
        end else if (emergency_stopped2 && !emergency_stop2) begin
            emergency_stopped2 <= 0;
            lift_status2 <= IDLE;
        end else if (full_capacity2) begin
            lift_status2 <= IDLE;
        end else if (|requests2) begin
            if (requests2[current_floor2]) begin
                door2 <= 1;
                lift_status2 <= DOORS_OPEN;
                requests2[current_floor2] <= 0;
            end else begin
                door2 <= 0;
                lift_status2 <= MOVING;
                if (max_request2 > current_floor2 && up2) begin
                    current_floor2 <= current_floor2 + 1;
                    up2 <= 1;
                end else if (min_request2 < current_floor2) begin
                    current_floor2 <= current_floor2 - 1;
                    up2 <= 0;
                end
            end
        end else lift_status2 <= IDLE;
    end
    always_comb begin
        status1 = lift_status1;
        status2 = lift_status2;
    end
endmodule
==> results.tsv <==
metric	value	unit
status	stopped before the end	
synth top area cells	dfrtp_1, edfxtp_1, ha_1	
Last stage	synthesis (1_2_yosys)	
Seq cells post-synth	60	
Max-area cell share	27.27	%
Synth cell types	45	
Yosys Warn Count	1	
# Cells Yosys	279	
Synth async-reset ratio	73.33	%
area leader, netlist	dfrtp_1	
most frequent cell after synthesis	dfrtp_1	
Tool Error	ERROR: Found 16 problems in 'check -assert'.	
YS chip area	3303	µm²
top cells by count	dfrtp_1, ha_1, inv_1	
Seq share, synth	48.18	%
number of enable flip-flop cells	16	
Post-synth top flop	dfrtp_1	
-- logic make-up after synthesis --
family | Yosys count | share of synthesized area (%)
AOI/OAI and AO/OA | 67 | 15.11
xor gates and xnor gates | 10 | 2.652
adders and majority gates | 37 | 14.47
buffers and inverters | 38 | 4.583
DFF | 60 | 48.18
muxes | 16 | 7.007
other | 1 | 0.1135
and+or+nand+nor | 50 | 7.879
